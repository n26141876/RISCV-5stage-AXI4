==> flow/config.mk <==
export PLATFORM = sky130hd
export DESIGN_NAME = Controller
export DESIGN_NICKNAME = Controller
export VERILOG_FILES = /design/flow/design.v
export SDC_FILE = /design/flow/constraint.sdc
export NUM_CORES = 4
export LEC_CHECK = 1
export CORE_AREA = 10 10 70 70
export DIE_AREA = 0 0 80 80
==> flow/constraint.sdc <==
current_design Controller

set clk_period 4.4
set clk_io_pct 0.2

create_clock -name clk0 -period $clk_period

set non_clock_inputs [all_inputs -no_clocks]
set_input_delay [expr $clk_period * $clk_io_pct] -clock clk0 $non_clock_inputs
set_output_delay [expr $clk_period * $clk_io_pct] -clock clk0 [all_outputs]
==> flow/design.v <==
module Controller (
    input logic [6:0] opcode,
    input logic [2:0] funct3,
    input logic [6:0] funct7,
    output logic reg_write,
    output logic [3:0] alu_ctrl,
    output logic alu_src_a,
    output logic alu_src_b,
    output logic [1:0] wb_src,   
    output logic data_read,
    output logic data_write,
    output logic [3:0] data_strb,
    output logic branch_taken,
    output logic csr_write,
    output logic [2:0] csr_op
);
    localparam R_TYPE = 7'b0110011;
    localparam I_TYPE = 7'b0010011;
    localparam LOAD   = 7'b0000011;
    localparam STORE  = 7'b0100011;
    localparam BRANCH = 7'b1100011;
    localparam JAL    = 7'b1101111;
    localparam JALR   = 7'b1100111;
    localparam LUI    = 7'b0110111;
    localparam AUIPC  = 7'b0010111;
    localparam SYSTEM = 7'b1110011;  
    logic [2:0] alu_op;
    always_comb begin
        reg_write = 0;
        alu_src_a = 0;
        alu_src_b = 0;
        wb_src = 0;
        data_read = 0;
        data_write = 0;
        branch_taken = 0;
        alu_op = 3'b000;
        data_strb = 4'b1111;
        csr_write = 0;
        csr_op = 3'b000;
        case (opcode)
            R_TYPE: begin
                reg_write = 1;
                alu_src_a = 0;
                alu_src_b = 0;
                wb_src = 0;
                alu_op = 3'b010;
                if (funct7[0]) alu_op = 3'b011;  
            end
            I_TYPE: begin
                reg_write = 1;
                alu_src_a = 0;
                alu_src_b = 1;
                wb_src = 0;
                alu_op = 3'b010;
            end
            LOAD: begin
                reg_write = 1;
                alu_src_a = 0;
                alu_src_b = 1;
                wb_src = 1;
                data_read = 1;
                alu_op = 3'b000;  
            end
            STORE: begin
                reg_write = 0;
                alu_src_a = 0;
                alu_src_b = 1;
                data_write = 1;
                alu_op = 3'b000;  
                case (funct3)
                    3'b000: data_strb = 4'b0001;  
                    3'b001: data_strb = 4'b0011;  
                    default: data_strb = 4'b1111;  
                endcase
            end
            BRANCH: begin
                branch_taken = 1;
                alu_src_a = 0;
                alu_src_b = 0;
                alu_op = 3'b001;
            end
            JAL: begin
                reg_write = 1;
                wb_src = 2;
                branch_taken = 1;
            end
            JALR: begin
                reg_write = 1;
                alu_src_a = 0;
                alu_src_b = 1;
                wb_src = 2;
                alu_op = 3'b000;
                branch_taken = 1;
            end
            LUI: begin
                reg_write = 1;
                alu_src_a = 0;  
                alu_src_b = 1;  
                wb_src = 0;
                alu_op = 3'b100;  
            end
            AUIPC: begin
                reg_write = 1;
                alu_src_a = 1;  
                alu_src_b = 1;  
                wb_src = 0;
                alu_op = 3'b000;  
            end
            SYSTEM: begin  
                reg_write = 1;  
                wb_src = 3;     
                csr_write = 1;  
                csr_op = funct3;
            end
            default: ;
        endcase
    end
    always_comb begin
        alu_ctrl = 4'b0000;
        case (alu_op)
            3'b000: alu_ctrl = 4'b0000;  
            3'b001: alu_ctrl = 4'b0001;  
            3'b010: begin  
                case (funct3)
                    3'b000: begin 
                        if (opcode == R_TYPE && funct7[5]) 
                            alu_ctrl = 4'b0001;  
                        else 
                            alu_ctrl = 4'b0000;  
                    end
                    3'b001: alu_ctrl = 4'b0010;  
                    3'b010: alu_ctrl = 4'b0011;  
                    3'b011: alu_ctrl = 4'b0100;  
                    3'b100: alu_ctrl = 4'b0101;  
                    3'b101: begin
                        if (funct7[5]) 
                            alu_ctrl = 4'b0111;  
                        else 
                            alu_ctrl = 4'b0110;  
                    end
                    3'b110: alu_ctrl = 4'b1000;  
                    3'b111: alu_ctrl = 4'b1001;  
                    default: alu_ctrl = 4'b0000;
                endcase
            end
            3'b011: begin  
                case (funct3)
                    3'b000: alu_ctrl = 4'b1010;  
                    3'b001: alu_ctrl = 4'b1011;  
                    3'b010: alu_ctrl = 4'b1100;  
                    3'b011: alu_ctrl = 4'b1101;  
                    default: alu_ctrl = 4'b0000;
                endcase
            end
            3'b100: alu_ctrl = 4'b1110;  
            default: alu_ctrl = 4'b0000;
        endcase
    end
endmodule
==> flow/run.sh <==
#!/bin/bash
# OpenROAD 26Q1-2900-gdf79404cd8, Yosys 0.63+post, stock flow scripts
make -C /OpenROAD-flow-scripts/flow DESIGN_CONFIG=/design/flow/config.mk WORK_HOME=/design/flow/orfs finish
==> impl_metrics.json <==
{
  "grt_pass1_wl_um": 2808,
  "crit_arrival_ns": 2.84,
  "outcome": "complete, no violations",
  "initial_utilization": 0.1198,
  "p_per_area_nw_per_um2": 51.87,
  "dp.cells": 140,
  "diodes": 0,
  "numPortBuffers": 31,
  "xor_share": 0,
  "detail-route-antenna-nets": 0,
  "die_area_um2": 6400,
  "grt_use_met2": 0.08748,
  "ys_cells": 70,
  "drive_gt1_frac": 0.05319,
  "netlist.area_leader.share": 0.09174,
  "grt_max_degree": 15,
  "start_kind": "input port",
  "final_core_util": 0.2172,
  "fmax_ghz": 0.2688,
  "cts_setup_buffers": 0,
  "leakagePower_nw": 0.2395,
  "die_x_um": 80,
  "pin_count": 37,
  "ir_drop_uv": 9.040,
  "cp-startpoint": "opcode[5]",
  "min_path_type": "input port to output pin",
  "wl_per_cell_um": 12.36,
  "top_cells_by_area": "nor2_1, nand3_1, nor3_1",
  "ys_sh_mux": 0,
  "worst_ep_required_time_ns": 3.52,
  "register_area_um2": 0,
  "logic_family": "simple AND/OR/NAND/NOR gates",
  "max_cap_viol_count": 0,
  "hold_violations": 0,
  "timing.final.crit_share": 0.8454,
  "dr_total_vias": 590,
  "period_minus_slack_ns": 3.720,
  "post_cts_resize_count": 0,
  "num_rows": 21,
  "lay_top_count": "clkdlybuf4s50_1",
  "areaGrowthSynthToFinish_pct": 81.35,
  "largest_area_cell": "nor2_1",
  "crit_type": "input port to output pin",
  "synth_seq_share": 0,
  "met3_usage": 0.02159,
  "drt-initial-drc-count": 34,
  "die_h_um": 80,
  "routed_wirelength_um": 1730,
  "log.warning_count": 37,
  "dp_hpwl_um": 1446,
  "routed_via_density": 4.214,
  "fa_ha_area_frac": 0,
  "mostFrequentLayoutCells": "clkdlybuf4s50_1, nor2_1, nand2_1, nand3_1, nor3_1",
  "rsz0062_at_grt": "no",
  "end_kind": "output pin",
  "synth_chip_area_um2": 409.1,
  "cts_hold_buf": 0,
  "grt_pass1_vias": 576,
  "netlist_area_um2": 409.1,
  "grt.total_usage": 0.05241,
  "hold-worst-slack_ns": 2.795,
  "yosys_warnings": 1,
  "gp_congestion": 0.7192,
  "min_from": "funct7[0]",
  "met1_usage": 0.06526,
  "synthCells": 70,
  "finalMaxSlewViolations": 0,
  "final_cells": 140,
  "antenna_found_initial": 0,
  "fin_setup_tns_ns": 0,
  "core-area_um2": 3416,
  "ys_sh_simple": 0.6024,
  "yosysUniqueCellTypes": 31,
  "ys_sh_aoi": 0.2752,
  "finalPower_mw": 0.03849,
  "setup_viol": 0,
  "synth.avg_cell_area_um2": 5.845,
  "worstPathMaxFanout": 11,
  "drc": 0,
  "firstDrtPassIters": 4,
  "grt_overflow": 0,
  "flops": 0,
  "busiest_layer": "met2",
  "clockBufferCount": 0
}
-- cells in the mapped netlist, types with 2 or more instances --
cell / n
nor2_1: 10
o21ai_0: 2
o21ai_1: 2
a211oi_1: 2
and3b_1: 2
nor2b_1: 3
nand2_1: 8
inv_1: 3
a32o_1: 2
nand3_1: 6
buf_4: 2
clkbuf_1: 3
a21oi_1: 2
nor3_1: 6
-- layout make-up --
type               instances  area [um2]
fillers                  386        2674
multi-input cells         60       362.8
repair buffers            31       310.3
well taps                 46       57.56
inverters                  3       11.26
-- worst paths after layout --
| path | endpoint | slack, ns | cells after the start |
|---|---|---|---|
| hold / removal | alu_ctrl[1] | 2.79 | 4 |
| setup / recovery | data_strb[1] | 0.68 | 6 |
-- cell families after synthesis --
group / after synthesis
and+or+nand+nor: 44
AOI/OAI and AO/OA: 15
buffers and inverters: 10
other: 1
-- worst max-delay path: stages --
cell,delay [ns]
clkdlybuf4s50_1,0.67
nor2b_1,0.29
nand2_1,0.20
nor3_2,0.24
nand3_1,0.11
clkdlybuf4s50_1,0.44
-- metrics by stage --
stage	cell area, um2	setup WS, ns
6_report	742.0	0.6800
5_1_grt	742.0	0.4651
2_1_floorplan	409.1	1.886
3_5_place_dp	742.0	0.6649
3_3_place_gp	742.0	0.6818
4_1_cts	742.0	0.6499
-- per-layer routing --
metal	share of wire	wire, um
met1	0.39	672
met2	0.49	852
met3	0.12	205
met4	0	0
met5	0	0
-- power by group --
part | switching [mW] | internal [mW] | total [mW]
logic | 0.0191 | 0.0194 | 0.0385
clock network | 0 | 0 | 0
registers | 0 | 0 | 0
No activity file was given, so power comes from the tool's default toggle rates.
